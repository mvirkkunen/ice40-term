==> ./design.v <==
module keyboard_transmitter (
    input  clk100,
    input  startup,
    output uart_tx,
    input  ps2_clk,
    input  ps2_data,
    output spi_sdo,
    input  spi_sdi,
    output spi_sck,
    output reg spi_ss = 1,
    output reg led1 = 0,
    output reg led2 = 0
);
    parameter [7:0] KEY_LSHIFT = 8'h12;
    parameter [7:0] KEY_RSHIFT = 8'h59;
    parameter [7:0] KEY_ALT = 8'h11;
    parameter [7:0] KEY_E0_ALTGR = 8'h11;
    parameter [7:0] KEY_LCTRL = 8'h14;
    parameter [7:0] KEY_E0_RCTRL = 8'h14;
    wire [7:0]  char;
    wire        ps2_rx_complete;
    reg  [31:0] spi_tx_data = 0;
    reg  [3:0]  spi_tx_len = 0;
    wire [7:0]  spi_rx_data;
    reg         spi_start = 0;
    wire        spi_complete;
    reg [7:0]   uart_tx_data = 0;
    reg         uart_tx_start = 0;
    wire        uart_tx_complete;
    reg         break = 0;
    reg         e0 = 0;
    reg         shift = 0;
    reg         altgr = 0;
    reg         ctrl = 0;
    ps2 mod_ps2 (
        .clk100(clk100),
        .clk(ps2_clk),
        .data(ps2_data),
        .rx_data(char),
        .rx_complete(ps2_rx_complete)
    );
    spi spi_mod (
        .clk100(clk100),
        .mosi(spi_sdo),
        .miso(spi_sdi),
        .sck(spi_sck),
        .tx_data(spi_tx_data[31:24]),
        .rx_data(spi_rx_data),
        .start(spi_start),
        .complete(spi_complete)
    );
    uart_tx mod_uart_tx (
        .clk100(clk100),
        .tx(uart_tx),
        .tx_data(uart_tx_data),
        .tx_start(uart_tx_start),
        .tx_complete(uart_tx_complete)
    );
    wire [23:0] scancode_table_offset;
    assign scancode_table_offset = (
        e0 ? 5 * 8 * 8'h80
            : ctrl ? 4 * 8 * 8'h80
            : (altgr && shift) ? 3 * 8 * 8'h80
            : altgr ? 2 * 8 * 8'h80
            : shift ? 1 * 8 * 8'h80
            : 0
    );
    always @(posedge clk100) begin
        uart_tx_start <= 0;
        spi_start <= 0;
        led1 <= shift;
        led2 <= e0;
        if (startup) begin
            spi_tx_data <= 32'hab000000;
            spi_tx_len <= 1;
            spi_start <= 1;
            spi_ss <= 0;
        end
        if (ps2_rx_complete) begin
            if (char == 8'he0)
                e0 <= 1;
            else if (char == 8'hf0)
                break <= 1;
            else begin
                case (char)
                    KEY_LSHIFT, KEY_RSHIFT: shift <= !break;
                    KEY_LCTRL: ctrl <= !break;
                    KEY_ALT: if (e0) altgr <= !break;
                    default: if (!break) begin
                        spi_tx_data <= 32'h03008000 | scancode_table_offset | (char << 3);
                        spi_tx_len = 4;
                        spi_ss <= 0;
                        spi_start <= 1;
                    end
                endcase
                e0 <= 0;
                break <= 0;
            end
        end
        if (spi_complete) begin
            if (spi_tx_len != 0) begin
                spi_tx_data <= spi_tx_data << 8;
                spi_tx_len <= spi_tx_len - 1;
                spi_start <= 1;
            end else if (spi_rx_data != 8'hff && spi_rx_data != 8'h00) begin
                uart_tx_data <= spi_rx_data[7:0];
                uart_tx_start <= 1;
            end else
                spi_ss <= 1;
        end
        if (uart_tx_complete) begin
            led1 <= !led1;
        end
        if (uart_tx_complete) begin
            spi_start <= 1;
        end
    end
endmodule
module ps2 (
    input            clk100,
    input            clk,
    input            data,
    output reg [7:0] rx_data = 0,
    output reg       rx_complete = 0
);
    parameter [3:0] STATE_IDLE = 0;
    parameter [3:0] STATE_DATA0 = 1;
    parameter [3:0] STATE_DATA7 = 8;
    parameter [3:0] STATE_PARITY = 9;
    parameter [3:0] STATE_STOP = 10;
    reg [3:0] clk_reg   = 4'b1111;
    reg       data_reg  = 1;
    reg [7:0] buffer    = 0;
    reg [3:0] state     = 0;
    always @(posedge clk100) begin
        clk_reg <= {clk_reg[2:0], clk};
        data_reg <= data;
        rx_complete <= 0;
        if (clk_reg == 4'b1100) begin
            if (state == STATE_IDLE) begin
                if (!data_reg) begin
                    state <= 1;
                end
            end else if (STATE_DATA0 <= state && state <= STATE_DATA7) begin
                buffer <= {data_reg, buffer[7:1]};
                state <= state + 1;
            end else if (state == STATE_PARITY) begin
                state <= STATE_STOP;
            end else if (state == STATE_STOP) begin
                if (data_reg) begin
                    rx_data <= buffer;
                    rx_complete <= 1;
                end
                state <= STATE_IDLE;
            end
        end
    end
endmodule
module spi (
    input            clk100,
    output reg       mosi = 0,
    input            miso,
    output reg       sck = 0,
    input      [7:0] tx_data,
    output     [7:0] rx_data,
    input            start,
    output reg       complete = 0
);
    reg [2:0] bitclk   = 0;
    reg [3:0] bits     = 0;
    reg [7:0] buffer   = 0;
    reg       reg_miso = 0;
    assign rx_data = buffer;
    always @(posedge clk100) begin
        reg_miso <= miso;
        bitclk <= bitclk + 1;
        complete <= 0;
        if (bits == 0 && start) begin
            bitclk <= 1;
            mosi <= tx_data[7];
            buffer <= tx_data;
            bits <= 9;
        end
        if (bitclk == 0 && bits != 0) begin
            if (bits == 1) begin
                complete <= 1;
                bits <= 0;
            end else if (sck) begin
                mosi <= buffer[7];
                sck <= 0;
                bits <= bits - 1;
            end else begin
                sck <= 1;
                buffer <= {buffer[6:0], reg_miso};
            end
        end
    end
endmodule
module uart_tx (
    input       clk100,
    output reg  tx = 1,
    input [7:0] tx_data,
    input       tx_start,
    output      tx_busy,
    output reg  tx_complete
);
    parameter [9:0] BAUD_DIVISOR = 868;
    parameter [3:0] STATE_IDLE     = 0;
    parameter [3:0] STATE_DATA0    = 1;
    parameter [3:0] STATE_DATA7    = 8;
    parameter [3:0] STATE_STOP     = 9;
    parameter [3:0] STATE_END      = 10;
    parameter [3:0] STATE_COMPLETE = 11;
    reg [7:0] buffer = 0;
    reg [3:0] state = STATE_IDLE;
    reg [9:0] timer = 0;
    always @(posedge clk100) begin
        timer <= timer - 1;
        tx_complete <= 0;
        if (state == STATE_IDLE && tx_start) begin
            tx <= 0;
            buffer <= tx_data;
            state <= state + 1;
            timer <= BAUD_DIVISOR;
        end else if (STATE_DATA0 <= state && state <= STATE_DATA7 && timer == 0) begin
            tx <= buffer[0];
            buffer <= buffer >> 1;
            state <= state + 1;
            timer <= BAUD_DIVISOR;
        end else if (state == STATE_STOP && timer == 0) begin
            tx <= 1;
            state <= state + 1;
            timer <= BAUD_DIVISOR;
        end else if (state == STATE_END && timer == 0) begin
            state <= state + 1;
        end else if (state == STATE_COMPLETE && timer == 0) begin
            state <= STATE_IDLE;
            tx_complete <= 1;
        end
    end
    assign tx_busy = (state != STATE_IDLE);
endmodule
==> ./run.sh <==
#!/bin/bash
# OpenROAD 26Q1-2900-gdf79404cd8, Yosys 0.63+post, stock flow scripts
make -C /OpenROAD-flow-scripts/flow DESIGN_CONFIG=/design/flow/config.mk WORK_HOME=/design/flow/orfs finish
==> ./config.mk <==
export PLATFORM = sky130hd
export DESIGN_NAME = keyboard_transmitter
export DESIGN_NICKNAME = keyboard_transmitter
export VERILOG_FILES = /design/flow/design.v
export SDC_FILE = /design/flow/constraint.sdc
export NUM_CORES = 4
export LEC_CHECK = 1
export CORE_UTILIZATION = 40
==> ./constraint.sdc <==
current_design keyboard_transmitter

set clk_period 11.8
set clk_io_pct 0.2

create_clock -name clk0 -period $clk_period [get_ports {clk100}]

set non_clock_inputs [all_inputs -no_clocks]
set_input_delay [expr $clk_period * $clk_io_pct] -clock clk0 $non_clock_inputs
set_output_delay [expr $clk_period * $clk_io_pct] -clock clk0 [all_outputs]
==> writeup.txt <==
Yosys mapped a number of flops with a built-in enable equal to 46. The via count is 3245. The clock slew at the register clock pins of the worst setup and hold paths was 50 ps; the detailed-route wire length was 8.17 mm. The post-route clock period utilization is 0.318, and the leakage power is 2.18 nW. The logs give 8050 ps for the least setup slack across all paths after layout and 7800 ps for the post-placement worst setup slack. By area the synthesized netlist is led by sky130_fd_sc_hd__dfxtp_1 (30%), sky130_fd_sc_hd__edfxtp_1 (27%), sky130_fd_sc_hd__mux2i_1 (5.1%). With the post-synthesis register bit count at 123, the count of final max-slew check failures is 0. The flow ran to the end, and the final reports show no timing, DRC or antenna violations. Data on the critical path is required at its endpoint by 9440 ps. Note that the worst hold path type here is register to register.

For this design, the slowest cell found on the critical path is sky130_fd_sc_hd__clkdlybuf4s50_1. HPWL reported at the end of detailed placement: 5.50 mm. The run gives 0 for the final setup violation count. The largest register by flop count is spi_tx_data.

The cts-stage hold buffer count is 0, and the register area share after synthesis is 0.573. The run gives 4 as the total number of yosys warnings. Counting instances in the post-synthesis netlist gives the leading cell types as sky130_fd_sc_hd__dfxtp_1 (77), sky130_fd_sc_hd__edfxtp_1 (46), sky130_fd_sc_hd__nand2_1 (43), sky130_fd_sc_hd__nor2_1 (37), sky130_fd_sc_hd__inv_1 (34). The transition time recorded at the tightest slew-check pin is 788 ps.

The final hold slack is 350 ps, and the number of antenna violations at the first check in global routing is 0. The DRC violation count after routing is 0, and the sum of buffers and inverters on the critical path is 1. For this run, the detailed router reports a per-instance via density of 4.94. With the final weighted congestion in routability-driven placement at 0.853, the post-layout utilization of the core is 0.491. The clock arrives with 7.87 ps of skew.

Post-CTS timing repair inserted 0 buffers for setup. The yosys cell count was 459; the count of tool warnings was 34. CTS reports a maximum clock tree buffer depth of 2. Post-CTS repair ended up resizing 0 cells. The run gives 27 as the maximum number of pins on one net before global-route repair.

The run gives 3750 ps for the clock period minus worst slack. Max fanout on the critical path was recorded as 8. Number of library cell types mapped by synthesis: 52.

Per the summary, power density relative to cell area is 166 nW/um^2. For reference, the most critical setup path is categorized as register to primary output. STA classifies the critical path endpoint as a primary output. The tools report the startpoint type of the worst setup path as a register. The cell with the most instances after synthesis was sky130_fd_sc_hd__dfxtp_1.

According to the floorplan report, the die height is 115 um. In the final routed layout, each cell accounts on average for 12.4 um. The headroom to the max-slew limit was 0.473. The run gives 400 ps as the clock latency reported for the late side of the worst-skew pair.

With the share of the synthesized area in the top cell type at 0.302, the synthesized chip area reported by yosys is 5100 sq um. The flip-flop count of the largest register, all copies and words added was 32; the arrival time reported for the critical path endpoint was 1390 ps. The die area was 13200 sq um; the area growth from synthesis to final layout was 17.4%.

Setup total negative slack on the finished layout was measured at 0 ps. The tools report the number of global-route vias before repair as 3195. The hold violation total from the final report is 0, and the peak per-stage delay on the critical path is 510 ps. TritonCTS built the clock tree. The tools report the TritonCTS sink count as 123. Derived from the worst setup path, the maximum achievable clock frequency is 0.266 GHz. The total overflow left after global routing is 0.

The clock H-tree reported by CTS has 4 levels. In this design, the largest share of critical-path delay is due to buffers and inverters. Setup repair after global routing left no endpoint under its margin. The port buffer count works out to 10. The detailed router finished its first iteration with 137 violations. The share of flip-flops with an asynchronous set or reset is 0.

The most instantiated flip-flop cell in the synthesis netlist was sky130_fd_sc_hd__dfxtp_1. The synthesized cell area came out at 5100 sq um. After technology mapping, the gate count stands at 459.

The first global-routing pass estimated 14.1 mm of wire. The run gives 40 for the number of standard-cell rows in the floorplan. The share of final-layout standard cells stronger than drive strength 1 came out at 0.125.

Antenna repair during routing inserted a diode count of 0. Summed over all instances, the cell type with the most area after synthesis is sky130_fd_sc_hd__dfxtp_1. The mean instance size in the synthesized netlist works out to 11.1 sq um. The tools report the number of clock buffers inserted by TritonCTS as 17. With the remaining antenna violation count after routing at 0, the number of max-capacitance violations reported is 0.

The number of top-level pins is 11, and the iteration count of the initial detailed-routing pass is 4. The analysis reports a worst IR drop on VDD of 0.112 mV. The area of the placeable core was 12200 sq um. In the final layout, the registers with the most flip-flops are spi_tx_data: 32 flops, mod_uart_tx.timer: 10 flops.

Master cell of the clock root buffer: sky130_fd_sc_hd__clkbuf_16. Per the OpenROAD floorplan log, the width of the die is 115 um. The signal on the critical path passes through clkdlybuf4s50_1. The global-route usage over all layers is 0.137. The initial standard-cell utilization of the core was 0.418.
where the power goes:
part	total, mW	switching, mW	internal (mW)
combinational	0.00667	0.00359	0.00307
clock	0.544	0.173	0.371
sequential	0.444	0.00258	0.441
metrics by stage:
step	power [mW]	cell area (sq um)	cells
after floorplan	0.456	5100	459
after global placement	0.459	5360	625
after detailed placement	0.459	5360	625
after CTS	1.01	5990	657
after global routing	1.03	5990	657
final	0.995	5990	657
worst reg2reg max path: stages, from the launching register on:
cell	delay (ps)
sky130_fd_sc_hd__edfxtp_1	470
sky130_fd_sc_hd__nor3b_2	340
sky130_fd_sc_hd__o2111ai_1	260
sky130_fd_sc_hd__and3_4	310
sky130_fd_sc_hd__nand2b_1	220
sky130_fd_sc_hd__ha_1	270
sky130_fd_sc_hd__nand2_1	230
sky130_fd_sc_hd__o21a_1	150
sky130_fd_sc_hd__buf_4	360
sky130_fd_sc_hd__mux2_2	390
path summary, 6_finish.rpt:
path	from	to	slack (ps)	depth (start not counted)
worst min register to register	mod_ps2.clk_reg[1]	mod_ps2.clk_reg[2]	350	0
worst max register to register	mod_ps2.rx_data[7]	spi_tx_data[8]	8700	9
worst min-delay path	mod_ps2.clk_reg[1]	mod_ps2.clk_reg[2]	350	0
worst max-delay path	spi_mod.sck	spi_sck	8050	1
layer usage:
layer | track usage | up-vias | part of all wire
li1 | - | 1672 | -
met1 | 0.202 | 1511 | 0.49
met2 | 0.213 | 53 | 0.46
met3 | 0.0402 | 9 | 0.040
met4 | 0.0251 | 0 | 0.012
met5 | 0 | - | 0
final cells by class:
class | instances | area [sq um]
fillers | 1065 | 6220
flip-flops and latches | 123 | 2920
multi-input cells | 286 | 1970
clock buffers | 18 | 429
well taps | 168 | 210
clock inverters | 14 | 201
repair buffers | 14 | 130
inverters | 34 | 128
cells in the final DEF (no fill, tap or decap), types with 7 or more instances in the layout:
cell type | Yosys | final
sky130_fd_sc_hd__xnor2_1 | 9 | 9
sky130_fd_sc_hd__nand2_1 | 43 | 43
sky130_fd_sc_hd__nand3_1 | 12 | 12
sky130_fd_sc_hd__mux2_2 | 15 | 15
sky130_fd_sc_hd__nor2_1 | 37 | 37
sky130_fd_sc_hd__clkdlybuf4s50_1 | 0 | 10
sky130_fd_sc_hd__dfxtp_1 | 77 | 77
sky130_fd_sc_hd__nor4_1 | 8 | 8
sky130_fd_sc_hd__inv_1 | 34 | 34
sky130_fd_sc_hd__clkbuf_16 | 0 | 17
sky130_fd_sc_hd__nor3_1 | 7 | 7
sky130_fd_sc_hd__mux2i_1 | 26 | 26
sky130_fd_sc_hd__ha_1 | 15 | 15
sky130_fd_sc_hd__o21ai_0 | 17 | 17
sky130_fd_sc_hd__edfxtp_1 | 46 | 46
sky130_fd_sc_hd__a21oi_1 | 16 | 16
sky130_fd_sc_hd__and2_1 | 9 | 9
sky130_fd_sc_hd__o31ai_1 | 7 | 7
kinds of logic after synthesis:
kind of cell,count (synthesis),synth area share
AND-OR/OR-AND,70,0.0946
XOR/XNOR,12,0.0206
adder cells (fa/ha/maj),15,0.0368
buffers and inverters,50,0.0409
flip-flops,123,0.573
multiplexers,43,0.0900
AND/OR/NAND/NOR,146,0.144
Power figures rest on the tool's default switching activity, not on a simulated workload.
