$ cat flow/constraint.sdc
current_design uart_rx

set clk_period 4.0
set clk_io_pct 0.2

create_clock -name clk0 -period $clk_period [get_ports {clk100}]

set non_clock_inputs [all_inputs -no_clocks]
set_input_delay [expr $clk_period * $clk_io_pct] -clock clk0 $non_clock_inputs
set_output_delay [expr $clk_period * $clk_io_pct] -clock clk0 [all_outputs]
$ cat flow/config.mk
export PLATFORM = sky130hd
export DESIGN_NAME = uart_rx
export DESIGN_NICKNAME = uart_rx
export VERILOG_FILES = /design/flow/design.v
export SDC_FILE = /design/flow/constraint.sdc
export NUM_CORES = 4
export LEC_CHECK = 1
export CORE_AREA = 10 10 94 94
export DIE_AREA = 0 0 104 104
$ cat flow/run.sh
#!/bin/bash
# OpenROAD 26Q1-2900-gdf79404cd8, Yosys 0.63+post, stock flow scripts
make -C /OpenROAD-flow-scripts/flow DESIGN_CONFIG=/design/flow/config.mk WORK_HOME=/design/flow/orfs finish
$ cat flow/design.v
module uart_rx (
    input            clk100,
    input            rx,
    output reg [7:0] rx_data = 0,
    output reg       rx_complete = 0
);
    parameter [9:0] BAUD_DIVISOR = 868;
    parameter [3:0] STATE_IDLE     = 0;
    parameter [3:0] STATE_START    = 1;
    parameter [3:0] STATE_DATA0    = 2;
    parameter [3:0] STATE_DATA7    = 9;
    parameter [3:0] STATE_STOP     = 10;
    reg rx_reg = 0;
    reg [7:0] buffer = 0;
    reg [3:0] state = STATE_IDLE;
    reg [9:0] timer = 0;
    always @(posedge clk100) begin
        rx_reg <= rx;
        timer <= timer - 1;
        rx_complete <= 0;
        if (state == STATE_IDLE && !rx_reg) begin
            state <= state + 1;
            timer <= BAUD_DIVISOR / 2;
        end else if (state == STATE_START && timer == 0) begin
            if (!rx_reg) begin
                state <= state + 1;
                timer <= BAUD_DIVISOR;
            end else
                state <= STATE_IDLE;
        end else if (STATE_DATA0 <= state && state <= STATE_DATA7 && timer == 0) begin
            buffer <= (buffer >> 1) | (rx_reg << 7);
            state <= state + 1;
            timer <= BAUD_DIVISOR;
        end else if (state == STATE_STOP && timer == 0) begin
            if (rx_reg) begin
                rx_data <= buffer;
                rx_complete <= 1;
            end
            state <= STATE_IDLE;
        end
    end
endmodule
==> results_slide.txt <==
Flow Results at a Glance

Worst setup path
  – Critical path startpoint category: flip-flop
  – Crit-path max cell delay: ~0.61 ns
  – Worst-path cell chain: inv_1 > ha_1 > nor4b_1 > nand2_1 > a221oi_2
  – Crit path buf inv count: 1
  – Kind of critical path: reg2reg
  – Crit Path Max Fanout: 8
  – Cell class contributing the biggest share of worst-path delay: simple AND/OR/NAND/NOR gates
  – Slowest-stage cell, CP: nor4b_1
  – Worst path arrival time: around 2.2 ns
  – Crit. End Element: flip-flop
  – CP required: between 3 and 4 ns

Route
  – DR pass1 iterations: 4
  – Drt drc: 0
  – Diodes inserted: 0
  – Drt wl/cell: between 10 and 15 µm
  – Via/cell ratio: approximately 3.8
  – Vias after detailed routing: between 800 and 900
  – Detail Route Antenna Nets: 0
  – Initial DRC count: 28
  – Detailed Route WL: between 2000 and 2500 µm

Yosys
  – Cells after Synth: roughly 98
  – Number of enable flip-flop cells: 20
  – Yosys stat cell total: ~100
  – Unique cell type count in the Yosys netlist: 32
  – Yosys warnings: 1
  – Seq share, synth: 63.8%
  – FFs w/ async S/R, synth: 0%
  – Mapped cell area: 1320 µm²
  – Syn_area_per_cell: 13.4 µm²
  – Synth flops: 32
  – Commonest flop: edfxtp_1
  – Area reported by Yosys stat: 1320 µm²

Finish
  – Reg with most FFs: timer
  – Max reg flops: 10
  – Layout area overhead: 25.7%
  – Combinational gate area: ~460 µm²
  – Largest registers: timer (10), buffer (8), rx_data (8)
  – Fillcell total: between 700 and 800
  – Flop area: 841 µm²
  – Final core utilization: between 20% and 30%
  – Ratio of cells with drive above 1 in the final layout: roughly 14%

Clock network
  – Root buffer cell: clkbuf_8
  – CTS tree: built
  – Worst-path clk slew: about 0.07 ns
  – Worst skew pair latency: between 0.2 and 0.3 ns
  – Post-CTS Hold Buffers: 0
  – Num CTS Buffers: 5
  – H-tree depth: 2
  – CTS sink count: 32
  – Post-CTS Setup Bufs: 0
  – Clock Path Buffers: 2
  – Cts repair resizes: 0

Power
  – Psw: roughly 200 µW
  – Clock share of power: ~36%
  – Total Power: 830 µW
  – Sw Share: between 20% and 30%
  – Int Power: around 620 µW
  – Leakage: approximately 0.54 nW
  – Max VDD drop: about 170 µV
  – Power Density: 501 nW/µm²
  – Seq pwr share: 52.2%
  – Comb power frac: between 10% and 20%

GRT
  – First-pass GRT wire length: around 3800 µm
  – Vias in the first global route: between 700 and 800
  – Largest net degree at the start of global routing: 12
  – Initial antenna violation count: 0
  – Grt total ovfl: 0
  – Global Route Usage Sum: approximately 4.1%

Hold path
  – Hold Path Class: reg2reg

Floorplan
  – Fp util: around 19%
  – Ports: 11
  – Die H: 104 µm
  – Die X: 104 µm
  – Placeable core area: between 6000 and 7000 µm²
  – Die area: between 10000 and 15000 µm²
  – Row Count: 30

Placement
  – Placer Congestion: ~0.8
  – Port buffer count: 10
  – Half-perimeter wire length after placement: 1480 µm
  – Worst slack, placed: around 1.7 ns

STA
  – Setup TNS: 0 ns
  – Final slew viol count: 0
  – Final WS setup: approximately 1.7 ns
  – Worst-margin pin slew: about 0.74 ns
  – Final setup violation count: 0
  – RSZ-0062 raised after global routing: no
  – Relative slew slack: 49.7%
  – F_max: between 400 and 500 MHz
  – Final period util: 58.4%
  – Final Hold Viols: 0
  – Hold WS: 0.420 ns
  – Tmin final: ~2.3 ns
  – Skew final: between 0.008 and 0.009 ns

Run
  – OpenROAD warning count: 29
  – Max Cap Viol: 0

Run status
  – Status: completed
## layout by cell type, fill, tap and decap left out, types with 3 or more instances in the layout
cell | synthesis | layout
nor2_1 | 5 | 5
clkbuf_8 | 0 | 5
edfxtp_1 | 20 | 20
ha_1 | 6 | 6
clkdlybuf4s50_1 | 0 | 10
a21oi_1 | 4 | 4
inv_1 | 5 | 5
nor3_1 | 4 | 4
nand2_1 | 3 | 3
dfxtp_1 | 12 | 12
o21ai_1 | 4 | 4
nand3_1 | 3 | 3
xnor2_1 | 5 | 5
## power by group through the flow
stage         logic, mW  clock network [mW]  registers (mW)
CTS              0.0978               0.310           0.433
global route      0.113               0.322           0.439
finish           0.0970               0.300           0.433
## per-stage QoR
| step | cell area [µm²] | cells |
|---|---|---|
| after detailed placement | 1550 | 205 |
| after floorplan | 1320 | 98 |
| after global routing | 1660 | 213 |
| after CTS | 1660 | 213 |
| after global placement | 1550 | 205 |
| final | 1660 | 213 |
## per-layer routing
| layer | vias to the layer above | wire, µm | GRT usage [%] |
|---|---|---|---|
| li1 | 408 | - | - |
| met1 | 380 | 1110 | 5.63 |
| met2 | 21 | 852 | 5.86 |
| met3 | 4 | 149 | 1.94 |
| met4 | 0 | 27 | 0.696 |
| met5 | - | 0 | 0 |
## synth_stat cells, types with 2 or more instances
| master | n | area [µm²] |
|---|---|---|
| a21oi_1 | 4 | 20.0 |
| a31oi_1 | 2 | 12.5 |
| dfxtp_1 | 12 | 240 |
| edfxtp_1 | 20 | 601 |
| ha_1 | 6 | 75.1 |
| inv_1 | 5 | 18.8 |
| nand2_1 | 3 | 11.3 |
| nand3_1 | 3 | 15.0 |
| nand4_1 | 2 | 12.5 |
| nor2_1 | 5 | 18.8 |
| nor3_1 | 4 | 20.0 |
| o21ai_0 | 2 | 10.0 |
| o21ai_1 | 4 | 20.0 |
| o31ai_1 | 2 | 15.0 |
| or4_4 | 2 | 22.5 |
| xnor2_1 | 5 | 43.8 |
| xor2_1 | 2 | 17.5 |
## logic make-up after synthesis
| kind of cell | after synthesis | synth area share [%] |
|---|---|---|
| xor gates and xnor gates | 7 | 4.65 |
| DFF | 32 | 63.8 |
| buffers and inverters | 5 | 1.42 |
| and+or+nand+nor | 29 | 15.1 |
| AOI/OAI and AO/OA | 19 | 9.31 |
| adders and majority gates | 6 | 5.70 |
## worst reg2reg max path, cell delays in order (launching register included)
cell,delay [ns]
dfxtp_1,0.33
inv_1,0.08
ha_1,0.14
nor4b_1,0.61
nand2_1,0.24
a221oi_2,0.57
## final timing paths
kind,from,depth (start not counted),end,slack [ns]
worst min-delay path,buffer[0]$_DFFE_PP_,0,rx_data[0]$_DFFE_PP_,0.42
worst max-delay path,timer[0]$_SDFF_PP0_,5,buffer[5]$_DFFE_PP_,1.67
worst max register to register,timer[0]$_SDFF_PP0_,5,buffer[5]$_DFFE_PP_,1.67
worst min register to register,buffer[0]$_DFFE_PP_,0,rx_data[0]$_DFFE_PP_,0.42
## layout make-up
class                           count  share of cell area (%)
Sequential cell                    32                    50.8
Inverter                            5                    1.13
Clock buffer                        5                    4.15
Clock inverter                      3                    2.57
Multi-Input combinational cell     61                    27.6
Timing Repair Buffer               11                    6.50
Tap cell                           96                    7.25
Power and IR drop assume default switching activity.
